==> flow/design.v <==
module gshare #(
	parameter DATA_WIDTH = 32,
	parameter COUNTER_WIDTH = 2,
	parameter NUM_ENTRIES = 256
) (
	input clk,
	input rstn,
	input update,
	input actually_taken,
	input [DATA_WIDTH-1:0] resolved_pc,
	input [DATA_WIDTH-1:0] pc,
	output reg pred
);
localparam INDEX_BITS = $clog2(NUM_ENTRIES);  
localparam [COUNTER_WIDTH-1:0] INIT_COUNT = 2'b01;  
reg [INDEX_BITS-1:0]	BHR;                     
reg [COUNTER_WIDTH-1:0] PHT [0:NUM_ENTRIES-1];   
wire [INDEX_BITS-1:0] idx_update = resolved_pc [INDEX_BITS+1:2] ^ BHR;
wire [INDEX_BITS-1:0] idx_entry  = pc          [INDEX_BITS+1:2] ^ BHR;
integer i;
always @(posedge clk or negedge rstn) begin
	if (!rstn) begin
		BHR <= {INDEX_BITS{1'b0}};
		for (i = 0; i < NUM_ENTRIES; i = i + 1) begin
			PHT[i] <= INIT_COUNT;
		end
	end 
	else if (update) begin
		if (actually_taken) begin  
			if (PHT[idx_update] != 2'b11)
				PHT[idx_update] <= PHT[idx_update] + 1'b1;
		end 
		else begin  
			if (PHT[idx_update] != 2'b00)
				PHT[idx_update] <= PHT[idx_update] - 1'b1;
		end
		BHR <= { BHR[INDEX_BITS-2:0], actually_taken };
	end
end
always @(*) begin
	pred = PHT[idx_entry][COUNTER_WIDTH-1];
end
endmodule
==> flow/run.sh <==
#!/bin/bash
# OpenROAD 26Q1-2900-gdf79404cd8, Yosys 0.63+post, stock flow scripts
make -C /OpenROAD-flow-scripts/flow DESIGN_CONFIG=/design/flow/config.mk WORK_HOME=/design/flow/orfs finish
==> flow/config.mk <==
export PLATFORM = sky130hd
export DESIGN_NAME = gshare
export DESIGN_NICKNAME = gshare
export VERILOG_FILES = /design/flow/design.v
export SDC_FILE = /design/flow/constraint.sdc
export NUM_CORES = 4
export LEC_CHECK = 1
export CORE_UTILIZATION = 50
==> flow/constraint.sdc <==
current_design gshare

set clk_period 131.9
set clk_io_pct 0.2

create_clock -name clk0 -period $clk_period [get_ports {clk}]

set non_clock_inputs [all_inputs -no_clocks]
set_input_delay [expr $clk_period * $clk_io_pct] -clock clk0 $non_clock_inputs
set_output_delay [expr $clk_period * $clk_io_pct] -clock clk0 [all_outputs]
==> impl_metrics.xml <==
<?xml version="1.0" encoding="UTF-8"?>
<metrics>
  <group name="layout">
    <metric name="number_of_fillers_in_the_final_layout" unit="">5349</metric>
    <metric name="drive_gt1_share" unit="%">21.7</metric>
    <metric name="mostFrequentLayoutCells" unit="">sky130_fd_sc_hd__nand2_1 (310), sky130_fd_sc_hd__a21oi_1 (293), sky130_fd_sc_hd__nand3_1 (271)</metric>
    <metric name="finalNonFillerCells" unit="">4398</metric>
    <metric name="seqCellArea" unit="sq um">13300</metric>
    <metric name="most_common_logic_cell_in_the_routed_design" unit="">sky130_fd_sc_hd__nand2_1</metric>
    <metric name="multi_input_comb_area" unit="sq um">17500</metric>
    <metric name="layout_overhead_on_the_synthesized_area" unit="%">12.2</metric>
  </group>
  <group name="job">
    <metric name="warning_count" unit="">78</metric>
    <metric name="max_cap_viol_count" unit="">1</metric>
  </group>
  <group name="sta">
    <metric name="finalClockPeriodUsage" unit="%">43.3</metric>
    <metric name="rsz0062_at_grt" unit="">false</metric>
    <metric name="relSlewSlack" unit="%">-8.55</metric>
    <metric name="finClkSkew" unit="ns">0.0276</metric>
    <metric name="worst_pin_slew" unit="ns">1.59</metric>
    <metric name="slew_viol_final" unit="">2</metric>
    <metric name="finalSetupViolations" unit="">0</metric>
    <metric name="final_period_minus_worst_setup_slack" unit="ns">57.12</metric>
    <metric name="finalSetupTns" unit="ns">0</metric>
    <metric name="hold_viol_final" unit="">0</metric>
    <metric name="maximum_clock_frequency" unit="GHz">0.0175</metric>
  </group>
  <group name="power">
    <metric name="power.density_cell_area" unit="nW/um^2">25.7</metric>
    <metric name="worst_ir_drop_vdd" unit="uV">37.0</metric>
    <metric name="p_leak" unit="nW">12.8</metric>
  </group>
  <group name="global_route">
    <metric name="grt_start_max_net_pins" unit="">126</metric>
    <metric name="grt-ovfl-total" unit="">0</metric>
    <metric name="grt_antenna_before_repair" unit="">37</metric>
    <metric name="first_pass_grt_wire_length" unit="microns">290000</metric>
    <metric name="vias_in_the_first_global_route" unit="">36400</metric>
    <metric name="track_usage" unit="%">68.5</metric>
  </group>
  <group name="detailed_routing">
    <metric name="avgViaCountPerCell" unit="">8.85</metric>
    <metric name="drc_errors" unit="">0</metric>
    <metric name="wirelength" unit="microns">212000</metric>
    <metric name="routed-via-count" unit="">38900</metric>
    <metric name="route.detailed.wl_per_inst" unit="microns">48.3</metric>
    <metric name="antenna_violating_nets_post_route" unit="">0</metric>
    <metric name="drt-initial-drc-count" unit="">6981</metric>
    <metric name="drtPass1Iterations" unit="">14</metric>
  </group>
  <group name="die">
    <metric name="design.core.area" unit="sq um">63200</metric>
    <metric name="design.die.area" unit="sq um">65000</metric>
    <metric name="floorplan.rows" unit="">92</metric>
    <metric name="die.size.y" unit="microns">255</metric>
    <metric name="boundaryPins" unit="">69</metric>
    <metric name="floorplanUtilization" unit="%">50.7</metric>
    <metric name="die_width" unit="microns">255</metric>
  </group>
  <group name="worst_setup_path">
    <metric name="timing.setup.critical_path_class" unit="">input pin to output port</metric>
    <metric name="crit-reg2reg-launch" unit="">BHR[5]$_DFFE_PN0P_</metric>
    <metric name="cp.arrival" unit="ns">30.74</metric>
    <metric name="worst_r2r_endpoint" unit="">PHT[176][1]$_DFFE_PN0P_</metric>
    <metric name="setup.worst_path.end" unit="">pred</metric>
    <metric name="reg2reg_depth" unit="">18</metric>
    <metric name="start_kind" unit="">input pin</metric>
    <metric name="regToRegSetupSlack" unit="ns">123.13</metric>
    <metric name="crit_required" unit="ns">105.52</metric>
    <metric name="cp_max_fo" unit="">17</metric>
    <metric name="endpoint_kind" unit="">output port</metric>
    <metric name="crit_path_start" unit="">pc[5]</metric>
  </group>
  <group name="synthesis">
    <metric name="synth.ff_latch_count" unit="">520</metric>
    <metric name="edf_count" unit="">0</metric>
    <metric name="ys_warn_count" unit="">2</metric>
    <metric name="post_synth_num_cell_types" unit="">82</metric>
    <metric name="synth_area_per_cell" unit="sq um">9.05</metric>
    <metric name="async_flop_share" unit="%">100</metric>
    <metric name="postSynthSeqShare" unit="%">41.6</metric>
    <metric name="yosys-stat-cells" unit="">3538</metric>
    <metric name="postSynth.topFlopCell" unit="">sky130_fd_sc_hd__dfrtp_1</metric>
    <metric name="synth_area" unit="sq um">32000</metric>
    <metric name="ys_chip_area" unit="sq um">32000</metric>
    <metric name="synthCells" unit="">3538</metric>
  </group>
  <group name="placed_design">
    <metric name="place.port_buffers" unit="">20</metric>
    <metric name="placedCellCount" unit="">4248</metric>
    <metric name="gp_routability_congestion" unit="">1.21</metric>
    <metric name="place_hpwl" unit="microns">135000</metric>
  </group>
  <group name="cts">
    <metric name="cts_setup_buffers" unit="">0</metric>
    <metric name="max-clock-path-buffers" unit="">3</metric>
    <metric name="sinks_on_clock_net" unit="">520</metric>
    <metric name="clock_latency" unit="ns">0.68</metric>
    <metric name="cts-buffers-inserted" unit="">59</metric>
    <metric name="hold_buffers" unit="">0</metric>
    <metric name="clk_transition_reported_paths" unit="ns">0.07</metric>
    <metric name="tritoncts" unit="">done</metric>
    <metric name="clock-root-buffer" unit="">sky130_fd_sc_hd__clkbuf_16</metric>
    <metric name="post_cts.resized_instances" unit="">0</metric>
    <metric name="clock_tree.htree_level_count" unit="">2</metric>
  </group>
  <group name="min_path">
    <metric name="timing.hold.worst.class" unit="">register to register</metric>
  </group>
  <group name="run_status">
    <metric name="run_status" unit="">complete, but fails checks</metric>
    <metric name="failed_checks" unit="">capacitance limit, slew limit</metric>
  </group>
</metrics>
[where the power goes]
part | leakage [nW] | internal, W | switching (W)
sequential | 6.27 | 0.000215 | 0.0000561
combinational | 5.53 | 0.0000878 | 0.000388
clock | 0.995 | 0.000101 | 0.0000759
total | 12.8 | 0.000404 | 0.000520
[cell usage after synthesis, types with 103 or more instances]
cell type	instances	area, sq um
sky130_fd_sc_hd__a21oi_1	293	1470
sky130_fd_sc_hd__mux2_1	103	1160
sky130_fd_sc_hd__nand4_1	113	707
sky130_fd_sc_hd__o31ai_1	123	923
sky130_fd_sc_hd__o21ai_0	132	661
sky130_fd_sc_hd__nor2_1	202	758
sky130_fd_sc_hd__nand2_1	310	1160
sky130_fd_sc_hd__a31oi_1	199	1240
sky130_fd_sc_hd__nand3_1	272	1360
sky130_fd_sc_hd__dfstp_2	256	6730
sky130_fd_sc_hd__buf_2	106	531
sky130_fd_sc_hd__a22oi_1	161	1210
sky130_fd_sc_hd__dfrtp_1	264	6610
sky130_fd_sc_hd__clkbuf_1	221	830
[cells by family after synthesis]
logic type      Yosys count  share of synthesized area [%]
simple gates           1115                           17.5
flops                   520                           41.6
xor+xnor                 43                           1.43
compound gates         1296                           27.6
mux                     182                           6.38
buf+inv                 382                           5.37
[sequential cells by signal, indices dropped and copies added, names as in the netlist]
register,count
BHR,8
PHT,512
[critical path: stages]
cell and delay (ns):
sky130_fd_sc_hd__clkdlybuf4s50_1 0.53, sky130_fd_sc_hd__xor2_1 0.25, sky130_fd_sc_hd__nand2_1 0.27, sky130_fd_sc_hd__nor2_1 0.09, sky130_fd_sc_hd__buf_4 0.28, sky130_fd_sc_hd__a22oi_1 0.24
sky130_fd_sc_hd__nand4_1 0.38, sky130_fd_sc_hd__a221o_1 0.42, sky130_fd_sc_hd__a221oi_1 0.80, sky130_fd_sc_hd__nand4_1 0.29, sky130_fd_sc_hd__mux2_2 0.36, sky130_fd_sc_hd__clkdlybuf4s50_1 0.41
[layout make-up]
type | count | area share (%)
Multi-Input combinational cell | 2636 | 48.6
Sequential cell | 520 | 37.1
Timing Repair Buffer | 242 | 5.44
Antenna cell | 37 | 0.258
Clock inverter | 23 | 0.871
Clock buffer | 89 | 4.76
Tap cell | 846 | 2.95
Inverter | 5 | 0.0522
[worst min path at each step]
stage | start | slack [ns] | endpoint | depth (start not counted)
4_1_cts | PHT[66][0]$_DFFE_PN1P_ | 0.48 | PHT[66][0]$_DFFE_PN1P_ | 2
5_1_grt | PHT[77][0]$_DFFE_PN1P_ | 0.50 | PHT[77][0]$_DFFE_PN1P_ | 2
6_report | PHT[66][0]$_DFFE_PN1P_ | 0.48 | PHT[66][0]$_DFFE_PN1P_ | 2
[layer usage]
metal  vias up  routed length, microns  track usage (%)  part of all wire (%)
li1      13700                       -                -                     -
met2      4716                   74600             79.6                    35
met3      1893                   43800             57.3                    21
met1     18500                   65100             73.3                    31
met4        83                   26300             57.5                    12
met5         -                    2630             44.4                   1.2
[through the flow]
stage | hold WS, ns | cell area (sq um) | setup slack [ns] | power, W | utilization (%)
finish | 0.485 | 35900 | 74.78 | 0.000925 | 56.9
floorplan | 0.456 | 32000 | 77.05 | 0.000472 | -
detailed placement | 0.473 | 33800 | 75.23 | 0.000688 | 53.5
global route | 0.497 | 35900 | 74.93 | 0.000905 | 56.8
global placement | 0.470 | 33800 | 75.21 | 0.000685 | 53.5
CTS | 0.481 | 35800 | 75.22 | 0.000862 | 56.7
Power and IR drop assume default switching activity.
