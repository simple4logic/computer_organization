--- run.sh ---
#!/bin/bash
# OpenROAD 26Q1-2900-gdf79404cd8, Yosys 0.63+post, stock flow scripts
make -C /OpenROAD-flow-scripts/flow DESIGN_CONFIG=/design/flow/config.mk WORK_HOME=/design/flow/orfs finish
--- config.mk ---
export PLATFORM = sky130hd
export DESIGN_NAME = idex_reg
export DESIGN_NICKNAME = idex_reg
export VERILOG_FILES = /design/flow/design.v
export SDC_FILE = /design/flow/constraint.sdc
export NUM_CORES = 4
export LEC_CHECK = 1
export CORE_UTILIZATION = 30
--- constraint.sdc ---
current_design idex_reg

set clk_period 1.2
set clk_io_pct 0.2

create_clock -name clk0 -period $clk_period [get_ports {clk}]

set non_clock_inputs [all_inputs -no_clocks]
set_input_delay [expr $clk_period * $clk_io_pct] -clock clk0 $non_clock_inputs
set_output_delay [expr $clk_period * $clk_io_pct] -clock clk0 [all_outputs]
--- design.v ---
module idex_reg #(
	parameter DATA_WIDTH = 32
)(
	input flush,
	input stall,
	input clk,
	input [DATA_WIDTH-1:0] id_PC,
	input [DATA_WIDTH-1:0] id_pc_plus_4,
	input [1:0] id_jump,
	input id_branch,
	input [1:0] id_aluop,
	input id_alusrc,
	input id_memread,
	input id_memwrite,
	input id_memtoreg,
	input id_regwrite,
	input [DATA_WIDTH-1:0] id_sextimm,
	input [6:0] id_funct7,
	input [2:0] id_funct3,
	input [DATA_WIDTH-1:0] id_readdata1,
	input [DATA_WIDTH-1:0] id_readdata2,
	input [4:0] id_rs1,
	input [4:0] id_rs2,
	input [4:0] id_rd,
	output [DATA_WIDTH-1:0] ex_PC,
	output [DATA_WIDTH-1:0] ex_pc_plus_4,
	output ex_branch,
	output [1:0] ex_aluop,
	output ex_alusrc,
	output [1:0] ex_jump,
	output ex_memread,
	output ex_memwrite,
	output ex_memtoreg,
	output ex_regwrite,
	output [DATA_WIDTH-1:0] ex_sextimm,
	output [6:0] ex_funct7,
	output [2:0] ex_funct3,
	output [DATA_WIDTH-1:0] ex_readdata1,
	output [DATA_WIDTH-1:0] ex_readdata2,
	output [4:0] ex_rs1,
	output [4:0] ex_rs2,
	output [4:0] ex_rd
);
reg [DATA_WIDTH-1:0] reg_ex_PC;
reg [DATA_WIDTH-1:0] reg_ex_pc_plus_4;
reg reg_ex_branch;
reg [1:0] reg_ex_aluop;
reg reg_ex_alusrc;
reg [1:0] reg_ex_jump;
reg reg_ex_memread;
reg reg_ex_memwrite;
reg reg_ex_memtoreg;
reg reg_ex_regwrite;
reg [DATA_WIDTH-1:0] reg_ex_sextimm;
reg [6:0] reg_ex_funct7;
reg [2:0] reg_ex_funct3;
reg [DATA_WIDTH-1:0] reg_ex_readdata1;
reg [DATA_WIDTH-1:0] reg_ex_readdata2;
reg [4:0] reg_ex_rs1;
reg [4:0] reg_ex_rs2;
reg [4:0] reg_ex_rd;
always @(posedge clk) begin
	if(flush) begin
		reg_ex_PC        <= 0;
		reg_ex_pc_plus_4 <= 0;
		reg_ex_branch    <= 0;
		reg_ex_aluop     <= 0;
		reg_ex_alusrc    <= 0;
		reg_ex_jump      <= 0;
		reg_ex_memread   <= 0;
		reg_ex_memwrite  <= 0;
		reg_ex_memtoreg  <= 0;
		reg_ex_regwrite  <= 0;
		reg_ex_sextimm   <= 0;
		reg_ex_funct7    <= 0;
		reg_ex_funct3    <= 0;
		reg_ex_readdata1 <= 0;
		reg_ex_readdata2 <= 0;
		reg_ex_rs1       <= 0;
		reg_ex_rs2       <= 0;
		reg_ex_rd        <= 0;
	end
	else if(stall) begin
		reg_ex_branch    <= 0;
		reg_ex_aluop     <= 0;
		reg_ex_alusrc    <= 0;
		reg_ex_jump      <= 0;
		reg_ex_memread   <= 0;
		reg_ex_memwrite  <= 0;
		reg_ex_memtoreg  <= 0;
		reg_ex_regwrite  <= 0;
	end
	else begin
		reg_ex_PC        <= id_PC;
		reg_ex_pc_plus_4 <= id_pc_plus_4;
		reg_ex_branch    <= id_branch;
		reg_ex_aluop     <= id_aluop;
		reg_ex_alusrc    <= id_alusrc;
		reg_ex_jump      <= id_jump;
		reg_ex_memread   <= id_memread;
		reg_ex_memwrite  <= id_memwrite;
		reg_ex_memtoreg  <= id_memtoreg;
		reg_ex_regwrite  <= id_regwrite;
		reg_ex_sextimm   <= id_sextimm;
		reg_ex_funct7    <= id_funct7;
		reg_ex_funct3    <= id_funct3;
		reg_ex_readdata1 <= id_readdata1;
		reg_ex_readdata2 <= id_readdata2;
		reg_ex_rs1       <= id_rs1;
		reg_ex_rs2       <= id_rs2;
		reg_ex_rd        <= id_rd;
	end
end
assign ex_PC        = reg_ex_PC;
assign ex_pc_plus_4 = reg_ex_pc_plus_4;
assign ex_branch    = reg_ex_branch;
assign ex_aluop     = reg_ex_aluop;
assign ex_alusrc    = reg_ex_alusrc;
assign ex_jump      = reg_ex_jump;
assign ex_memread   = reg_ex_memread;
assign ex_memwrite  = reg_ex_memwrite;
assign ex_memtoreg  = reg_ex_memtoreg;
assign ex_regwrite  = reg_ex_regwrite;
assign ex_sextimm   = reg_ex_sextimm;
assign ex_funct7    = reg_ex_funct7;
assign ex_funct3    = reg_ex_funct3;
assign ex_readdata1 = reg_ex_readdata1;
assign ex_readdata2 = reg_ex_readdata2;
assign ex_rs1       = reg_ex_rs1;
assign ex_rs2       = reg_ex_rs2;
assign ex_rd        = reg_ex_rd;
endmodule
==> results.yml <==
# yosys + openroad results
status:
  outcome: "completed"
drt:
  antenna_cells: 0
  post-route-drc-count: 0
  wire_per_inst_um: 15.49
  ant_nets: 0
  vias_per_cell: 4.328
  drtIter0Drc: 256
  routed_wl_um: 20290
  drt_pass1_iterations: 4
  num_vias: 5670
clock_tree:
  cts_sinks: 195
  ctsRootBufferMaster: "clkbuf_16"
  clk_pin_slew_ns: 0.07
  cts-htree-levels: 4
  cts_tree: "built"
  clk_latency_ns: 0.42
  cts_hold_buffers: 0
  max-clock-path-buffers: 2
  numCtsBuffers: 17
min_path:
  hold_depth: 2
  min_to: "reg_ex_PC[16]"
  worst_hold_path_type: "input pin to flop"
  min_from: "flush"
critical_path:
  ff2ff_setup_slack_ns: 0.47
  cp_num_buf_inv: 1
  cp_data_required_time_ns: 0.96
  setup.worst_path.class: "flop to primary output"
  crit_fanout: 2
  crit_path_cell_trace: "clkdlybuf4s15_1"
  start_kind: "flop"
  worstRegToRegCells: 3
  timing.rr.start: "reg_ex_PC[11]"
  crit_arrival_ns: 0.92
  r2r_end: "reg_ex_PC[11]"
  cp_slowest_stage_delay_ns: 0.33
  critPathTopFamily: "flip-flops"
  end_kind: "primary output"
  cp_slowest_cell: "dfxtp_2"
power:
  pwr-share-seq: 0.478
  p_int_mw: 11.24
  swShare: 0.2421
  ir_drop_mv: 0.7419
  power.density_nw_per_um2: 1333
  power_frac_clock: 0.391
  switching_power_mw: 3.591
  total_power_mw: 14.83
  p_comb_frac: 0.130
  p_leak_nw: 5.294
placement:
  dpl_worst_slack_ns: 0.05506
  place_hpwl_um: 14800
  gp_congestion: 0.7807
  portBuffers: 392
  dpl_cell_area_um2: 11020
floorplanning:
  fp_util: 0.3047
  die-area_um2: 23530
  core_area_um2: 22570
  io_pins: 393
  die_w_um: 153.4
  row_count: 55
  die_height_um: 153.4
final_timing:
  finalSetupTns_ns: 0
  min_period_ns: 1.161
  relSlewSlack: 0.8195
  period_used_share: 0.9678
  fmax_mhz: 861.1
  maxSlewViolCount: 0
  hold_ws_ns: 0.1095
  worstMarginPinSlew_ns: 0.2708
  worst_slack_ns: 0.03869
  skew_ns: 0
  rsz0062_at_grt: "false"
  setup_viol_count_final: 0
  hold_viol: 0
global_route:
  antenna_found_initial: 0
  grtUsageMet1: 0.2248
  gr-usage-met2: 0.2877
  top_usage_layer: "met2"
  grt_pass1_vias: 5670
  grt_overflow: 0
  grt_pass1_wl_um: 31400
  grt_start_max_net_pins: 57
  grt.total_usage: 0.1750
  gr-usage-met3: 0.07106
final_layout:
  syn2layout_area_growth_pct: 61.83
  final_layout_size_suffix_gt1_frac: 0.3922
  num-fill-cells: 2112
  stdcell_area_um2: 11130
logic_synthesis:
  avgSynthCellArea_um2: 11.13
  yosysSeqAreaShare: 0.5677
  synth_cells: 618
  ys_cells: 618
  yosysChipArea_um2: 6877
  ys_seq_elements: 195
  syn_area_um2: 6877
  ys_warn_count: 1
  ys_types: 11
run:
  max-cap-violations: 0
  tool_warnings: 25
==> layout make-up <==
type / instances / area [um^2] / share of cell area
flip-flops and latches: 195 / 4136 / 0.3717
repair buffers: 417 / 3420 / 0.3073
multi-input cells: 381 / 2615 / 0.2350
clock buffers: 19 / 442.9 / 0.03980
well taps: 285 / 356.6 / 0.03204
clock inverters: 13 / 157.7 / 0.01417
==> synthesized netlist by cell type (all sizes together) <==
library cell / count / area (um^2)
clkbuf: 10 / 37.54
dfxtp: 195 / 3904
nor2: 186 / 700.7
mux2i: 185 / 1852
and2: 10 / 62.56
buf: 32 / 320.3
==> metrics by stage <==
stage	std cells	util
2_1_floorplan	618	-
3_3_place_gp	1270	0.4882
3_5_place_dp	1270	0.4882
4_1_cts	1308	0.5086
5_1_grt	1310	0.4930
6_report	1310	0.4930
==> worst max-delay path by stage <==
| stage | slack (ns) | end | startpoint | depth (start not counted) |
|---|---|---|---|---|
| after CTS | 0.0001 | ex_PC[16] | reg_ex_PC[16] | 1 |
| after global routing | 0.0006 | ex_pc_plus_4[13] | reg_ex_pc_plus_4[13] | 1 |
| final | 0.04 | ex_sextimm[25] | reg_ex_sextimm[25] | 1 |
==> sequential cells by signal (all words and copies together), names as in the netlist <==
register and cells:
reg_ex_alusrc 1, reg_ex_funct3 3, reg_ex_readdata2 32, reg_ex_jump 2, reg_ex_rs2 5, reg_ex_branch 1, reg_ex_rs1 5, reg_ex_readdata1 32
reg_ex_memtoreg 1, reg_ex_sextimm 32, reg_ex_rd 5, reg_ex_memwrite 1, reg_ex_pc_plus_4 32, reg_ex_funct7 7, reg_ex_memread 1, reg_ex_regwrite 1
reg_ex_PC 32, reg_ex_aluop 2
==> logic make-up (layout without fill, tap and decap cells) <==
| family | Yosys count | count (layout) | synth area share |
|---|---|---|---|
| muxes | 185 | 185 | 0.2693 |
| buffers and inverters | 42 | 449 | 0.05204 |
| DFF | 195 | 195 | 0.5677 |
| and+or+nand+nor | 196 | 196 | 0.1110 |
==> routing by layer <==
layer  vias up  part of all wire
met5         -                 0
met4         0             0.014
met3        15              0.11
met2       258              0.47
met1      2562              0.41
li1       2835                 -
==> cell usage in the layout, fill, tap and decap left out, types with 2 or more instances in the layout <==
cell,netlist,routed
and2_1,10,10
buf_12,0,7
buf_2,4,83
buf_4,5,18
clkbuf_16,0,17
clkbuf_2,0,74
clkdlybuf4s15_1,0,38
clkdlybuf4s50_1,0,195
clkinv_8,0,2
dfxtp_1,195,9
dfxtp_2,0,186
inv_6,0,6
inv_8,0,3
mux2i_1,185,185
nor2_1,185,185
==> power by group through the flow <==
stage	Clock, mW	Sequential, mW	Combinational, mW
after global routing	6.27	7.14	2.13
final	5.81	7.09	1.93
after CTS	6.03	7.10	2.03
==> timing repair <==
item,4_1_cts,5_1_grt
buffers inserted,6,2
gates resized,691,77
endpoints found under the setup margin,195,76
Power figures rest on the tool's default switching activity, not on a simulated workload.
